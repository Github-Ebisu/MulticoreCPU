$ cat flow/design.v
module RAM #(
    parameter DATA_WIDTH = 12,
    parameter DEPTH = 256,
    parameter ADDR_WIDTH = $clog2(DEPTH)   
)
(clock, dataIn, address, WriteEn, dataOut);
input wire clock, WriteEn;
input wire [DATA_WIDTH-1 : 0] dataIn;
input wire [ADDR_WIDTH-1 : 0] address;
output wire [DATA_WIDTH-1 : 0] dataOut;
reg [DATA_WIDTH-1 : 0] ram[0 : DEPTH-1];
reg [DATA_WIDTH-1 : 0] temp;
always @(posedge clock) begin
    if (WriteEn) begin
        ram[address] <= dataIn;
    end
    temp <= ram[address];
end
assign dataOut = temp;
endmodule
$ cat flow/constraint.sdc
current_design RAM

set clk_period 24.8
set clk_io_pct 0.2

create_clock -name clk0 -period $clk_period [get_ports {clock}]

set non_clock_inputs [all_inputs -no_clocks]
set_input_delay [expr $clk_period * $clk_io_pct] -clock clk0 $non_clock_inputs
set_output_delay [expr $clk_period * $clk_io_pct] -clock clk0 [all_outputs]
$ cat flow/config.mk
export PLATFORM = sky130hd
export DESIGN_NAME = RAM
export DESIGN_NICKNAME = RAM
export VERILOG_FILES = /design/flow/design.v
export SDC_FILE = /design/flow/constraint.sdc
export NUM_CORES = 4
export LEC_CHECK = 1
export CORE_UTILIZATION = 40
$ cat flow/run.sh
#!/bin/bash
# OpenROAD 26Q1-2900-gdf79404cd8, Yosys 0.63+post, stock flow scripts
make -C /OpenROAD-flow-scripts/flow DESIGN_CONFIG=/design/flow/config.mk WORK_HOME=/design/flow/orfs finish
==> reports/results.txt <==
status: finished clean
antenna-violating nets left: 0
vias in the first global route: 61.3k
Setup crit start kind: primary input
I/O Pins: 34
maximum clock frequency: 102 MHz
Lkg Pwr: 41.3 nW
r2r startpoint: ram[51][9]$_DFFE_PP_
Hold Crit Class: register to register
setup violators final: 0
OpenROAD warnings: 26
biggest area cells: edfxtp_1 (79%), mux4_2 (15%), a22oi_1 (2.5%), a21oi_1 (0.82%), nor2_1 (0.75%)
postcts setup bufs: 0
WL final: 294000 µm
FP Util: 40.2%
min-delay src: ram[247][3]$_DFFE_PP_
Resize count post-CTS: 0
gpl congestion: 0.881
total CTS buffers: 327
IR drop worst, VDD: 0.0000682 V
RSZ-0062 raised after global routing: no
H-tree levels: 5
Final period util: 39.7%
maxcap violations: 0
Non-Filler Instances: 9741
Tightest Pin Transition: 1.31 ns
Yosys top cell by area: edfxtp_1
synth unique cells: 22
Reg2Reg Setup Slack: 21.61 ns
Crit path required time: 25.56 ns
PnR Total Power: 0.0109 W
clock transition at the registers of the reported paths: 0.06 ns
core area: 0.291 mm²
Syn Area/Cell: 22.7 µm²
most common cell in the netlist: edfxtp_1
Comb power frac: 4.4%
dpl cells: 9171
area growth from synthesis to final layout: 15.1%
Clock Sinks: 3084
dominant synthesized flop cell: edfxtp_1
Port Buffer Count: 33
largest net degree at the start of global routing: 100
ratio of cells with drive above 1 in the final layout: 29.3%
Clock Skew: 0.0681 ns
Post-synth top cells: edfxtp_1 (3072), mux4_2 (768), a22oi_1 (384)
Ys Warns: 1
Post-Place Setup Slack: 13.82 ns
post-DR wirelength/cell: 30.2 µm
Vert. Die Dim: 542 µm
Arrival @ worst endpoint: 10.60 ns
Mapped Area: 0.117 mm²
Crit Path Max Fanout: 80
Post-synth seq share: 79.2%
PwrDens: 80.9 mW/mm²
Clk pwr share: 42.6%
global-route usage over all layers: 22.5%
CP Capture Type: register
drt first-iter violations: 3410
vias per cell: 5.67
DRC viols: 0
hold buffer count at cts: 0
Top cell area share: 78.9%
setup ws final: 14.96 ns
# rows: 198
Final Hold Viols: 0
initial antenna violation count: 13
Worst R2R Path Depth: 6
via count: 55.3k
Post-synth EDFFs: 3072
clk ins delay skew pair: 0.93 ns
cells in synth_stat.txt: 5137
Net Switching: 0.00223 W
CTS max path bufs: 4
Yosys Chip Area: 0.117 mm²
Rel. slew slack: 11.8%
clock root buffer: clkbuf_16
post-DP HPWL: 173000 µm
Hold Crit Depth: 5
Hold WS: 1.09 ns
post-synthesis instance total: 5137
minimum clock period: 9.84 ns
Async S/R FF share, synth: 0%
switching share of power: 20.6%
Worst Hold Endpoint: temp[3]$_DFF_P_
setup TNS: 0 ns
total gr overflow: 0
first-pass GRT wire length: 427000 µm
reg-to-reg endpoint: temp[9]$_DFF_P_
Chip Width: 542 µm
total die area: 0.294 mm²
Flop pwr share: 53.0%
internal cell power: 0.00864 W
critical path class: primary input to register
Final Max Tran Viols: 0
FF+latch count, synth: 3084
CTS tree: built
Pre-Repair DR Iteration Count: 5
cell usage in the layout, fill, tap and decap left out, types with 2 or more instances in the layout:
cell,n
nand4_1,12
nand2b_2,2
buf_4,421
nor2b_4,2
nand2_1,23
nor2b_1,2
clkinv_1,60
a22oi_1,384
and2_1,2
or2_2,2
nor3_1,4
clkbuf_16,332
mux4_2,768
clkinv_2,60
o41ai_2,18
clkinv_4,2
edfxtp_1,3072
diode_2,5
a21oi_1,192
nand2b_1,4
o41ai_1,30
nand3_1,6
inv_6,5
buf_8,13
nand3_2,7
clkinv_8,3
nor2b_2,3
nor3_2,26
nand2_2,5
clkdlybuf4s50_1,19
clkinvlp_4,2
clkbuf_8,4
nor2_1,231
clkbuf_1,70
dfxtp_1,12
buf_12,6
bufinv_16,26
sequential cells by signal (all words and copies together) (netlist names):
signal  count
ram      3072
temp       12
worst max-delay path, cell delays in order:
cell and delay [ns]:
buf_16 0.22, buf_4 0.60, buf_12 0.56, buf_4 0.64, buf_12 0.49, buf_4 0.65
mux4_2 0.58, a22oi_1 0.31, a21oi_1 0.23, o41ai_1 0.68, buf_4 0.22, nand4_1 0.08
through the flow:
stage                     utilization, %  cell area (µm²)
after floorplan                        -           117000
after global placement              42.7           124000
after detailed placement            42.8           124000
after CTS                           46.2           134000
after global routing                46.2           134000
final                               46.2           134000
final cells by class:
type | instances | area [µm²]
Timing Repair Buffer | 460 | 3690
Multi-Input combinational cell | 1726 | 23300
Tap cell | 3900 | 4880
Sequential cell | 3084 | 92500
Clock buffer | 406 | 8630
Fill cell | 23500 | 156000
Antenna cell | 5 | 12.5
Inverter | 1 | 3.75
Clock inverter | 159 | 1450
power by group through the flow:
stage	clock, W	sequential, W	combinational (W)
after CTS	0.00472	0.00576	0.000489
after global routing	0.00491	0.00575	0.000516
final	0.00463	0.00576	0.000480
kinds of logic after synthesis:
kind of cell | count (synthesis) | synth area share, %
compound gates | 624 | 3.65
buf+inv | 327 | 1.21
flops | 3084 | 79.2
mux | 768 | 14.8
simple gates | 334 | 1.19
worst max path at each step:
| stage | startpoint | endpoint |
|---|---|---|
| after global routing | address[0] | temp[1]$_DFF_P_ |
| final | address[0] | temp[1]$_DFF_P_ |
| after CTS | address[0] | temp[0]$_DFF_P_ |
per-layer routing:
layer | part of all wire (%) | routed length (µm) | global-route usage, %
met3 | 17 | 48900 | 16.7
met5 | 0.13 | 383 | 1.25
met1 | 32 | 93700 | 26.8
met2 | 48 | 141000 | 33.1
met4 | 3.5 | 10200 | 6.00
Power and IR drop assume default switching activity.
