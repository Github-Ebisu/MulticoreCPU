--- config.mk ---
export PLATFORM = sky130hd
export DESIGN_NAME = InsMemory
export DESIGN_NICKNAME = InsMemory
export VERILOG_FILES = /design/flow/design.v
export SDC_FILE = /design/flow/constraint.sdc
export NUM_CORES = 4
export LEC_CHECK = 1
export CORE_UTILIZATION = 40
--- constraint.sdc ---
current_design InsMemory

set clk_period 69.8
set clk_io_pct 0.2

create_clock -name clk0 -period $clk_period [get_ports {clock}]

set non_clock_inputs [all_inputs -no_clocks]
set_input_delay [expr $clk_period * $clk_io_pct] -clock clk0 $non_clock_inputs
set_output_delay [expr $clk_period * $clk_io_pct] -clock clk0 [all_outputs]
--- design.v ---
module InsMemory
#( 
    parameter MEM_INIT = 0, 
    parameter WIDTH = 8,
    parameter DEPTH = 256,
    parameter ADDR_WIDTH = $clog2(DEPTH)
)
(
    input wire clock, writeEn,
    input wire [WIDTH-1:0]dataIn,
    input wire [ADDR_WIDTH-1:0]address,
    output wire [WIDTH-1:0]dataOut
);
reg [ADDR_WIDTH-1:0] addr_reg;
reg [WIDTH-1:0] memory[0:DEPTH-1] ;
initial begin
    if (MEM_INIT == 1) begin
        $readmemb("../test/5_ins_mem_tb.txt", memory);
    end
end
always @(posedge clock) begin
    addr_reg <= address;
    if (writeEn) begin
        memory[address] <= dataIn;    
    end
end
assign dataOut = memory[addr_reg];    
endmodule  
--- 5_ins_mem_tb.txt ---
00000010
00000011
00000001
00011111
00000011
00000011
00101111
00000011
00000100
00111111
00000011
00000011
01011111
00000110
00001001
00000011
00000100
01011111
00000110
00001010
00000011
00000101
01011111
00000110
00001011
00000010
01011111
01001111
01111111
00000100
01101111
10001111
00000100
00001010
00001011
01011111
10011111
00001100
00001000
00011100
00000011
00001011
00000101
00001101
01011111
00000110
00001011
10001111
01001111
00000011
00000111
00001101
00001100
00001000
00111001
00000111
00111110
00000011
00001001
00101111
00000111
00011001
01111111
01011111
00000110
00001001
01001111
00000011
00000110
00001101
00001100
00001000
01001011
00000111
01010000
00000011
00000100
00111111
00000111
00011001
00000001
00000000
00000000
00000000
00000000
00000000
00000000
00000000
00000000
00000000
00000000
00000000
00000000
00000000
00000000
00000000
00000000
00000000
00000000
00000000
00000000
00000000
00000000
00000000
00000000
00000000
00000000
00000000
00000000
00000000
00000000
00000000
00000000
00000000
00000000
00000000
00000000
00000000
00000000
00000000
00000000
00000000
00000000
00000000
00000000
00000000
00000000
00000000
00000000
00000000
00000000
00000000
00000000
00000000
00000000
00000000
00000000
00000000
00000000
00000000
00000000
00000000
00000000
00000000
00000000
00000000
00000000
00000000
00000000
00000000
00000000
00000000
00000000
00000000
00000000
00000000
00000000
00000000
00000000
00000000
00000000
00000000
00000000
00000000
00000000
00000000
00000000
00000000
00000000
00000000
00000000
00000000
00000000
00000000
00000000
00000000
00000000
00000000
00000000
00000000
00000000
00000000
00000000
00000000
00000000
00000000
00000000
00000000
00000000
00000000
00000000
00000000
00000000
00000000
00000000
00000000
00000000
00000000
00000000
00000000
00000000
00000000
00000000
00000000
00000000
00000000
00000000
00000000
00000000
00000000
00000000
00000000
00000000
00000000
00000000
00000000
00000000
00000000
00000000
00000000
00000000
00000000
00000000
00000000
00000000
00000000
00000000
00000000
00000000
00000000
00000000
00000000
00000000
00000000
00000000
00000000
00000000
00000000
00000000
00000000
00000000
00000000
00000000
00000000
00000000
00000000
00000000
00000000
00000000
00000000
00000000
00000000
00000000
00000000
00000000
00000000
--- run.sh ---
#!/bin/bash
# OpenROAD 26Q1-2900-gdf79404cd8, Yosys 0.63+post, stock flow scripts
make -C /OpenROAD-flow-scripts/flow DESIGN_CONFIG=/design/flow/config.mk WORK_HOME=/design/flow/orfs finish
==> reports/qor.csv <==
stage;metric;value;unit
status;outcome;complete, no violations;
grt;largest net degree at the start of global routing;125;
drt;detailed router's first-iteration violation count;2617;
pwr;Lkg Pwr;27.5;nW
timing;Worst Slack Setup Final;48.89;ns
synth;FFs w/ async S/R, synth;0;
placement;setup slack at placement;49.49;ns
placement;dpl cell area;83500;sq um
floorplan;Core Area;197000;sq um
clock_tree;Clock Sink Count;2056;
timing;Max Fclk;47.8;MHz
hold_path;worst hold path class;in -> reg;
clock_tree;H-tree depth;4;
clock_tree;postcts setup bufs;0;
drt;vias per cell;5.67;
cells_and_area;Design Area, Final;89700;sq um
job;tool warnings;29;
grt;vias in the first global route;41700;
grt;gr usage total;0.218;
cells_and_area;max reg flops;2048;
cells_and_area;share of layout cells above drive strength 1;0.237;
timing;RSZ-0062 raised after global routing;false;
drt;# DRC;0;
grt;initial antenna violation count;8;
drt;final wirelength;195;mm
setup_path;CP dominant cell by count;buf_4;
placement;PortBufs;25;
clock_tree;clock-pin slew on the worst setup and hold paths;0.06;ns
pwr;Final Power;2.51;mW
drt;Via Count;38200;
drt;DR WL/cell;28.9;microns
cells_and_area;Top Registers;memory: 2048 flops;
floorplan;Die Ht;448;microns
synth;library cells used by synthesis;55;
synth;Avg Cell Area, Syn;21.3;sq um
synth;top_reg_cell synth;edfxtp_1;
floorplan;num rows;163;
synth;Synth flops;2056;
pwr;Pwr per Cell Area;28.0;nW/um^2
pwr;Max rail drop VDD;0.0247;mV
placement;routability cong.;0.880;
synth;synthesized cell area;79600;sq um
setup_path;Worst Path Max Fanout;35;
clock_tree;Hold Buf Count CTS;0;
setup_path;arrival time at the worst endpoint;6.95;ns
timing;Hold Slack;13.57;ns
floorplan;Initial Util;0.403;
timing;Max Slew Vio Count;0;
grt;met1 usage;0.277;
grt;GRT met3 Usage;0.144;
synth;post-synth top area cell;edfxtp_1;
timing;relative slew slack;0.139;
setup_path;Critical Path End Type;output port;
setup_path;CP Launch Type;register;
clock_tree;clk root buf;clkbuf_16;
clock_tree;Max Root-Sink Buffers;3;
drt;post-route antenna net violation count;0;
job;MaxCap Viol Count;0;
timing;Hold Vio Cnt, Final;0;
synth;Synth top area share;0.773;
synth;number of enable flip-flop cells;2048;
setup_path;Worst EP required;55.84;ns
synth;Syn Inst Count;3733;
grt;M2 GR Usage;0.326;
synth;top cells by area;edfxtp_1, mux4_2, mux2i_1;
timing;post-layout minimum cycle time;20.91;ns
setup_path;CP cell instances;buf_4 -> buf_4 -> buf_4 -> buf_4 -> mux4_2 -> o211ai_1 -> nand3_1 -> nor4_1 -> nor4_2 -> buf_4 -> clkdlybuf4s50_1;
grt;GR peak layer;met2;
clock_tree;post-CTS sizing;0;
placement;DPL Wire Length;117;mm
setup_path;Setup CP Type;reg -> out;
timing;setup TNS;0;ns
floorplan;die area;201000;sq um
synth;ys cells;3733;
synth;Ys Warns;1;
clock_tree;TritonCTS clock tree;built;
cells_and_area;Largest Register;memory;
cells_and_area;Layout area overhead;12.7;%
synth;register share after synthesis;0.775;
drt;Pre-antenna DRT Iters;5;
timing;# setup viols final;0;
grt;aggregate global routing overflow;0;
synth;yosys stat area;79600;sq um
clock_tree;CTS Buf Count;197;
setup_path;max incr delay on CP;1.00;ns
floorplan;die width;448;microns
timing;Worst-Margin Slew;1.28;ns
floorplan;I/O pin cnt;26;
grt;global-route wire length before repair;285;mm
setup_path;Critical-path top delay cell;nor4_1;
timing;crit share post-route;0.300;
per-stage QoR:
step,std cells,utilization
after global placement,6373,0.423
after floorplan,3733,-
final,6739,0.454
after global routing,6735,0.454
after CTS,6729,0.454
after detailed placement,6375,0.423
metal layers:
metal	up-vias	share of wire
met2	2133	0.49
met1	19600	0.33
met3	332	0.15
met5	-	0.00030
li1	16100	-
met4	4	0.032
synthesized netlist by cell type, drive strengths merged, types with 4 or more instances:
cell type  instances
a211oi            16
o21ai             12
a221oi            14
a22o               8
nor2b             31
and2               6
nand4             10
o211ai            10
o22a               5
a21oi             96
nor4              27
nand2             33
nand2b             8
edfxtp          2048
o221ai            47
a22oi            133
a2111oi            5
nor2             282
nand3             34
clkbuf           111
o22ai             28
nor3              22
o32ai              5
dfxtp              8
or2                4
buf              122
mux2i            134
mux4             456
placed cells by master, fill, tap and decap left out, types with 5 or more instances in the layout:
master / netlist / layout
mux4_2: 454 / 454
a21oi_1: 96 / 96
nor2_1: 282 / 279
nand4_1: 10 / 10
nand2b_1: 8 / 8
a22o_1: 8 / 8
bufinv_16: 0 / 16
and2_1: 6 / 6
nor2b_1: 31 / 28
nand2_1: 33 / 33
clkinv_1: 1 / 55
a221oi_1: 13 / 13
o21ai_0: 10 / 10
buf_4: 27 / 206
clkdlybuf4s50_1: 0 / 17
buf_8: 13 / 8
o221ai_1: 46 / 46
nor3_1: 22 / 20
mux2i_1: 134 / 134
o22a_1: 5 / 5
diode_2: 0 / 10
nand3_1: 34 / 34
edfxtp_1: 2048 / 2048
clkinv_2: 0 / 32
clkbuf_1: 111 / 43
a211oi_1: 16 / 16
a22oi_1: 133 / 133
o22ai_1: 28 / 28
clkbuf_16: 0 / 199
o211ai_1: 10 / 10
nor4_2: 3 / 17
nor4_1: 24 / 10
cells by family after synthesis:
group           after synthesis  share of synthesized area
compound gates              385                     0.0342
simple gates                466                     0.0263
buf+inv                     235                     0.0183
mux                         591                      0.146
flops                      2056                      0.775
area by class of cell:
type | count | area, sq um
timing repair buffer | 235 | 1920
sequential | 2056 | 61700
multi-input combinational | 1442 | 16600
antenna | 10 | 25.0
clock inverter | 112 | 1000
tap | 2640 | 3300
clock buffer | 242 | 5140
inverter | 2 | 7.51
fill | 16300 | 108000
final timing paths:
check / start / endpoint / slack [ns] / cells past startpoint
worst max-delay path: register / dataOut[1] / 48.89 / 11
worst min-delay path: dataIn[0] / memory[129][0] / 13.57 / 1
critical path, delay by kind of cell, from the launching register on:
family	cells	cell delay (ns)
buffers and inverters	6	3.18
AND/OR/NAND/NOR	3	1.37
multiplexers	1	0.56
flip-flops	1	0.73
AND-OR/OR-AND	1	0.17
report_power, final:
part / internal [mW] / leakage [nW] / switching (mW) / total (mW)
logic: 0.0426 / 6.02 / 0.0796 / 0.122
clock network: 0.580 / 3.00 / 0.445 / 1.02
registers: 1.36 / 18.5 / 0.00250 / 1.36
Power is estimated from default activity; no workload was simulated.
